`flow/design.v`:
```
module lcd(clk, rst, data, Lcd_e, Lcd_rs);
    input clk, rst;
    output [7:0] data;  
    output reg Lcd_e, Lcd_rs;  
    reg [7:0] Lcd_cmd;  
    reg [19:0] state = 0;
    reg [19:0] count = 0;  
    assign data = Lcd_cmd;  
    always @(posedge clk) begin
        if (rst) begin
            Lcd_e <= 0;
            Lcd_rs <= 0;
        end else begin
            case (state)
                0: begin Lcd_e <= 0; Lcd_rs <= 0;
                    if (count == 750000) begin count <= 0; state <= state + 1; end
                    else count <= count + 1;
                end
                1: begin Lcd_e <= 1; Lcd_cmd <= 8'h30;
                    if (count == 12) begin count <= 0; state <= state + 1; end
                    else count <= count + 1;
                end
                2: begin Lcd_e <= 0;
                    if (count == 250000) begin count <= 0; state <= state + 1; end
                    else count <= count + 1;
                end
                3: begin Lcd_e <= 1; Lcd_cmd <= 8'h30;
                    if (count == 12) begin count <= 0; state <= state + 1; end
                    else count <= count + 1;
                end
                4: begin Lcd_e <= 0;
                    if (count == 8000) begin count <= 0; state <= state + 1; end
                    else count <= count + 1;
                end
                5: begin Lcd_e <= 1; Lcd_cmd <= 8'h30;
                    if (count == 12) begin count <= 0; state <= state + 1; end
                    else count <= count + 1;
                end
                6: begin Lcd_e <= 0;
                    if (count == 8000) begin count <= 0; state <= state + 1; end
                    else count <= count + 1;
                end
                7: begin Lcd_e <= 1; Lcd_cmd <= 8'h38;
                    if (count == 12) begin count <= 0; state <= state + 1; end
                    else count <= count + 1;
                end
                8: begin if (count == 12) begin Lcd_e <= 0; count <= 0; state <= state + 1; end
                    else count <= count + 1;
                end
                9: begin if (count == 2000) begin count <= 0; state <= state + 1; end
                    else count <= count + 1;
                end
                10: begin Lcd_e <= 1; Lcd_cmd <= 8'h06;
                    if (count == 12) begin count <= 0; state <= state + 1; end
                    else count <= count + 1;
                end
                11: begin if (count == 12) begin Lcd_e <= 0; count <= 0; state <= state + 1; end
                    else count <= count + 1;
                end
                12: begin if (count == 2000) begin count <= 0; state <= state + 1; end
                    else count <= count + 1;
                end
                13: begin Lcd_e <= 1; Lcd_cmd <= 8'h0C;
                    if (count == 12) begin count <= 0; state <= state + 1; end
                    else count <= count + 1;
                end
                14: begin if (count == 12) begin Lcd_e <= 0; count <= 0; state <= state + 1; end
                    else count <= count + 1;
                end
                15: begin if (count == 2000) begin count <= 0; state <= state + 1; end
                    else count <= count + 1;
                end
                16: begin Lcd_e <= 1; Lcd_cmd <= 8'h01;
                    if (count == 12) begin count <= 0; state <= state + 1; end
                    else count <= count + 1;
                end
                17: begin if (count == 12) begin Lcd_e <= 0; count <= 0; state <= state + 1; end
                    else count <= count + 1;
                end
                18: begin if (count == 82000) begin count <= 0; state <= state + 1; end
                    else count <= count + 1;
                end
                19: begin Lcd_e <= 1; Lcd_cmd <= 8'h80;
                    if (count == 12) begin count <= 0; state <= state + 1; end
                    else count <= count + 1;
                end
                20: begin if (count == 12) begin Lcd_e <= 0; count <= 0; state <= state + 1; end
                    else count <= count + 1;
                end
                21: begin if (count == 2000) begin count <= 0; state <= state + 1; end
                    else count <= count + 1;
                end
                22: begin Lcd_e <= 1; Lcd_rs <= 1; Lcd_cmd <= 8'h52;
                    if (count == 12) begin count <= 0; state <= state + 1; end
                    else count <= count + 1;
                end
                23: begin if (count == 12) begin Lcd_e <= 0; count <= 0; state <= state + 1; end
                    else count <= count + 1;
                end
                24: begin if (count == 2000) begin count <= 0; state <= state + 1; end
                    else count <= count + 1;
                end
                25: begin Lcd_e <= 1; Lcd_rs <= 1; Lcd_cmd <= 8'h41;
                    if (count == 12) begin count <= 0; state <= state + 1; end
                    else count <= count + 1;
                end
                26: begin if (count == 12) begin Lcd_e <= 0; count <= 0; state <= state + 1; end
                    else count <= count + 1;
                end
                27: begin if (count == 2000) begin count <= 0; state <= state + 1; end
                    else count <= count + 1;
                end
                28: begin Lcd_e <= 1; Lcd_rs <= 1; Lcd_cmd <= 8'h4D;
                    if (count == 12) begin count <= 0; state <= state + 1; end
                    else count <= count + 1;
                end
                29: begin if (count == 12) begin Lcd_e <= 0; count <= 0; state <= state + 1; end
                    else count <= count + 1;
                end
                30: begin if (count == 2000) begin count <= 0; state <= state + 1; end
                    else count <= count + 1;
                end
                default: begin
                    Lcd_e <= 0;
                    Lcd_rs <= 0;
                end
            endcase
        end
    end
endmodule
```
`flow/constraint.sdc`:
```
current_design lcd

set clk_period 7.6
set clk_io_pct 0.2

create_clock -name clk0 -period $clk_period [get_ports {clk}]

set non_clock_inputs [all_inputs -no_clocks]
set_input_delay [expr $clk_period * $clk_io_pct] -clock clk0 $non_clock_inputs
set_output_delay [expr $clk_period * $clk_io_pct] -clock clk0 [all_outputs]
```
`flow/config.mk`:
```
export PLATFORM = sky130hd
export DESIGN_NAME = lcd
export DESIGN_NICKNAME = lcd
export VERILOG_FILES = /design/flow/design.v
export SDC_FILE = /design/flow/constraint.sdc
export NUM_CORES = 4
export LEC_CHECK = 1
export CORE_UTILIZATION = 30
```
`flow/run.sh`:
```
#!/bin/bash
# OpenROAD 26Q1-2900-gdf79404cd8, Yosys 0.63+post, stock flow scripts
make -C /OpenROAD-flow-scripts/flow DESIGN_CONFIG=/design/flow/config.mk WORK_HOME=/design/flow/orfs finish
```
==> impl_results.rst <==
Implementation results
======================

.. list-table::
   :header-rows: 1

   * - Metric
     - Value
   * - Final routed wire length divided by cell count
     - 13.4 µm
   * - Worst Tran Pin Value
     - 0.804 ns
   * - Root buf cell
     - clkbuf_8
   * - Detail Route met2 WL
     - 2870 µm
   * - EDFF count, synth
     - 48
   * - Maximum number of pins on one net before global-route repair
     - 29
   * - Cell taking the most area after synthesis
     - edfxtp_1
   * - Wl on met1
     - 3110 µm
   * - Worst slew margin
     - 0.464
   * - Register area share after synthesis
     - 0.456
   * - Most frequent cells in the layout
     - 48 x edfxtp_1, 33 x nand2_1, 33 x nor2_1
   * - Clock Skew
     - 0.0116 ns
   * - Top cell area share
     - 0.443
   * - Tightest hold margin
     - 0.467 ns
   * - Critical path launch point type
     - flip-flop
   * - Tot GR Track Use
     - 0.121
   * - Flops after synth
     - 50
   * - Antenna violations before repair
     - 0
   * - Port buffer count
     - 11
   * - Mapped Avg Cell Area
     - 9.91 µm²
   * - CTS sink count
     - 50
   * - VDD IR-drop max
     - 0.0666 mV
   * - CP arrival
     - 3.31 ns
   * - Fmax
     - 302 MHz
   * - Asr flop ratio synth
     - 0
   * - Residual DRC count
     - 0
   * - Worst-path clk slew
     - 0.10 ns
   * - Overall power consumption
     - 0.457 mW
   * - Area grow syn2layout
     - 10.4%
   * - Total power per unit cell area
     - 127 nW/µm²
   * - Count of cell types in the netlist
     - 66
   * - Initial cell density of the core
     - 0.312
   * - Critical path endpoint category
     - flip-flop
   * - Total setup buffers inserted after CTS
     - 0
   * - H-tree level count
     - 2
   * - Maximum capacitance violations
     - 0
   * - Floorplan die height
     - 106 µm
   * - Setup-violating endpoint count in the final report
     - 0
   * - Clock period minus worst slack
     - 3.31 ns
   * - TritonCTS clock tree
     - done
   * - Top routing layer in use
     - met4
   * - Flip-flop cell with the highest count after synthesis
     - edfxtp_1
   * - Total count of hold-check failures in the final report
     - 0
   * - Worst setup path class
     - reg -> reg
   * - Critical Path RT
     - 7.60 ns
   * - Cts bufs inserted
     - 5
   * - HPWL after detailed placement
     - 4420 µm
   * - Core area
     - 10400 µm²
   * - Outcome
     - finished, final reports clean
   * - Number of gates resized after CTS
     - 0
   * - Final core utilization
     - 0.344
   * - Routed Wire Length
     - 6300 µm
   * - Chip area in the Yosys report
     - 3250 µm²
   * - First-pass GRT wire length
     - 10900 µm
   * - Ratio of cells with drive above 1 in the final layout
     - 0.0778
   * - Post-route fraction of the period consumed by the critical path
     - 0.435
   * - Leak
     - 1.10 nW
   * - Total negative slack
     - 0 ns
   * - I/O Pins
     - 12
   * - Yosys stat cell total
     - 328
   * - Buffer levels on the longest clock path
     - 2
   * - Total number of warnings across the stage logs
     - 29
   * - Routability congestion estimate
     - 0.852
   * - Leading post-synthesis cells by cell area
     - edfxtp_1 44%, xnor2_1 5.9%, nand2_1 3.8%
   * - Num rows
     - 37
   * - Final-report max-slew violation count
     - 0
   * - Worst-path fanout max
     - 21
   * - Post-CTS Hold Buffers
     - 0
   * - Worst Setup Slack post-DPL
     - 4.20 ns
   * - Metal3 WL
     - 197 µm
   * - Via-per-instance ratio
     - 5.25
   * - Count of yosys warnings during synthesis
     - 1
   * - Length of the first detailed-routing pass in iterations
     - 4
   * - Overall overflow remaining after global route
     - 0
   * - HP Class
     - reg -> reg
   * - Area of the die
     - 11300 µm²
   * - Drt first-iter violations
     - 133
   * - Total via count in the routed design
     - 2467
   * - Cells after synthesis
     - 328
   * - Via count of the first global-routing pass
     - 2260
   * - Final Worst Setup Slack
     - 4.29 ns
   * - Die width
     - 106 µm
   * - Latest clock arrival within the worst-skew pair
     - 0.31 ns
   * - Number of nets with antenna violations after detailed routing
     - 0
   * - Post-synth design cell area
     - 3250 µm²
   * - Most frequently placed logic cell in the final layout
     - edfxtp_1
   * - Antenna diode instance count
     - 0
   * - RSZ-0062 raised after global routing
     - false
## cell type report
cell class	count	area, µm²
Tap cell	136	170
Multi-Input combinational cell	252	1670
Clock buffer	5	68.8
Timing Repair Buffer	15	140
Inverter	9	33.8
Clock inverter	3	23.8
Sequential cell	50	1480
Fill cell	1017	6830
## worst paths after layout
path                 start        to  slack [ns]  cells past startpoint
setup / recovery  state[0]  state[1]        4.29                     10
hold / removal       Lcd_e     Lcd_e        0.47                      2
setup reg to reg  state[0]  state[1]        4.29                     10
hold reg to reg      Lcd_e     Lcd_e        0.47                      2
## cells in the mapped netlist, types with 3 or more instances
master,instances
xor2_1,13
inv_1,9
ha_1,6
nor2b_1,4
nand2_1,33
nand3_1,21
nor2_1,33
nor3_1,7
edfxtp_1,48
nand4_1,9
xnor2_1,22
o21ai_0,9
or4_1,4
and3_1,9
and2_1,4
mux2i_1,4
nor4_1,7
nor3b_1,3
clkbuf_1,11
and4_1,3
a21oi_1,9
## registers in the layout, summed over array words and instances (netlist names)
signal	count
state	20
count	20
Lcd_cmd	8
Lcd_e	1
Lcd_rs	1
## power by group
group          leakage, nW  internal (mW)  switching, mW
Clock               0.0408         0.0660         0.0939
Combinational        0.676       0.000464       0.000327
Sequential           0.386          0.297              0
## critical path, cell delays in order (launching register included)
cell and delay (ns):
edfxtp_1 0.49, inv_1 0.14, ha_1 0.45, nor3b_1 0.10, o21ai_0 0.19, o31ai_1 0.15, a221o_1 0.40, a21oi_2 0.13
buf_4 0.28, nor4bb_4 0.33, buf_4 0.31
## per-layer routing
metal	global-route usage	up-vias
li1	-	1237
met5	0	-
met4	0.0208	0
met2	0.186	58
met1	0.196	1163
met3	0.0125	9
## logic make-up (layout without fill, tap and decap cells)
group | after synthesis | in the layout | share of synthesized area
compound gates | 45 | 45 | 0.0978
xor+xnor | 35 | 35 | 0.0943
fa+ha+maj | 6 | 6 | 0.0231
buf+inv | 26 | 32 | 0.0366
flops | 50 | 50 | 0.456
mux | 5 | 5 | 0.0158
simple gates | 161 | 161 | 0.277
## stage by stage
step                area (µm²)  std cells
global route              3590        470
floorplan                 3250        328
detailed placement        3490        462
global placement          3490        462
finish                    3590        470
CTS                       3590        470
Power and IR drop assume default switching activity.
